### flow/design.v
`timescale 1ns / 1ps
module EUCLIDs_GCD #(parameter N = 32)(
    input [N-1:0] a,
    input [N-1:0] b,
    input clk, 
    input rst,
    output reg [N-1:0] out
);
    reg [N-1:0] temp_a, temp_b;
    reg [1:0] ps, ns;
    parameter idle = 2'b00,
              compare = 2'b01,
              finish = 2'b10;
    always @(posedge clk or posedge rst) begin
        if (rst) begin
            ps <= idle;
            temp_a <= 0;
            temp_b <= 0;
            out <= 0;
        end else begin
            ps <= ns;
            if (ps == idle) begin
                temp_a <= a;
                temp_b <= b;
            end else if (ps == compare) begin
                if (temp_a > temp_b) begin
                    temp_a <= temp_a - temp_b;
                end else if (temp_a < temp_b) begin
                    temp_b <= temp_b - temp_a;
                end
            end else if (ps == finish) begin
                out <= (temp_a == 0) ? temp_b : temp_a;
            end
        end
    end
    always @(*) begin
        case (ps)
            idle: ns = compare;
            compare: ns = (temp_a == temp_b) ? finish : compare;
            finish: ns = idle;
            default: ns = idle;
        endcase
    end
endmodule
### flow/run.sh
#!/bin/bash
# OpenROAD 26Q1-2900-gdf79404cd8, Yosys 0.63+post, stock flow scripts
make -C /OpenROAD-flow-scripts/flow DESIGN_CONFIG=/design/flow/config.mk WORK_HOME=/design/flow/orfs finish
### flow/config.mk
export PLATFORM = sky130hd
export DESIGN_NAME = EUCLIDs_GCD
export DESIGN_NICKNAME = EUCLIDs_GCD
export VERILOG_FILES = /design/flow/design.v
export SDC_FILE = /design/flow/constraint.sdc
export NUM_CORES = 4
export LEC_CHECK = 1
export CORE_UTILIZATION = 40
### flow/constraint.sdc
current_design EUCLIDs_GCD

set clk_period 8.7
set clk_io_pct 0.2

create_clock -name clk0 -period $clk_period [get_ports {clk}]

set non_clock_inputs [all_inputs -no_clocks]
set_input_delay [expr $clk_period * $clk_io_pct] -clock clk0 $non_clock_inputs
set_output_delay [expr $clk_period * $clk_io_pct] -clock clk0 [all_outputs]
==> metrics.csv <==
stage;metric;value;unit
drt;Initial DRC Count;452;
clock_network;hold_buf cts;0;
worst_setup_path;Critical Path AT;4.14;ns
finish;Layout area overhead;16.9;%
timing;RSZ-0062 raised after global routing;no;
grt;vias in the first global route;6823;
place;DP Area;9040;um2
logic_synthesis;number of standard cells reported by yosys;976;
finish;layout cell share with drive strength beyond 1;5.12;%
drt;DR vias;6959;
worst_setup_path;CP max-delay cell;nor2_2;
timing;Setup violations, final;0;
worst_hold_path;Worst Hold Launch;ps[1]$_DFF_PP0_;
clock_network;clk root buf;clkbuf_16;
worst_setup_path;CP startpoint kind;flop;
clock_network;# H-tree levels;3;
place;final HPWL from detailed placement;17000;um
drt;drt pass-1 iters;7;
timing;final hold violation count;0;
die;I/O Pins;98;
worst_setup_path;Crit Path Category;flop to flop;
drt;DR DRC count;0;
run_status;status;finished, final reports clean;
clock_network;CTS clk-pin slew, worst paths;0.07;ns
place;routability congestion estimate;0.961;
worst_setup_path;Setup crit end kind;flop;
timing;final worst-path cycle share;44.9;%
worst_setup_path;CP Launch Point;temp_a[0]$_DFFE_PP0P_;
worst_setup_path;Slowest Stage Delay on Critical Path;0.53;ns
clock_network;post-CTS sizing;0;
logic_synthesis;Yosys reg bits;99;
worst_hold_path;Hold WC Path Type;flop to flop;
drt;final antenna-violating net count;0;
grt;GRT Util Overall;23.3;%
clock_network;CTS tree;yes;
finish;logic area;4900;um2
worst_setup_path;R2R Setup Slk;4.80;ns
job;OpenROAD warnings;56;
timing;Relative slew margins;49.0;%
logic_synthesis;Dominant Register Cell;dfrtp_1;
grt;grt total ovfl;0;
clock_network;Clock Latency Late Sink;0.36;ns
die;row cnt;51;
job;Max Cap Viol;0;
worst_setup_path;crit path DRT;8.94;ns
logic_synthesis;area reported by Yosys stat;8000;um2
drt;Via density;5.35;
finish;most frequently placed logic cells in the final layout;a21oi_1, dfrtp_1, clkdlybuf4s50_1;
die;Die W;143;um
clock_network;TritonCTS buffer count;9;
grt;largest net degree at the start of global routing;67;
worst_setup_path;CP Cell Sequence;inv_1 > ha_1 > fa_1 > nand2b_1 > a21oi_1 > a31o_2 > a21oi_2 > o211ai_2 > o21ai_2 > nor2_2 > buf_4 > mux2i_1 > mux2_2;
logic_synthesis;Unique cell types;65;
place;pre-CTS setup slack;4.83;ns
power_and_ir_drop;pwr dens;99.2;nW/um2
finish;most frequent logic cell in the layout;a21oi_1;
finish;final core utilization;47.9;%
logic_synthesis;Post-synth EDFFs;0;
die;Die H;143;um
drt;# diodes;0;
timing;Final Max Tran Viols;0;
timing;worst setup margin;4.80;ns
die;Initial Util;41.0;%
power_and_ir_drop;leak pwr;0.00439;uW
grt;first-pass GRT wire length;36400;um
timing;setup TNS;0;ns
clock_network;Sink Count;99;
logic_synthesis;Synth warnings;1;
drt;final WL;22400;um
timing;minimum clock period;3.90;ns
worst_setup_path;R2R Path Start;temp_a[0]$_DFFE_PP0P_;
logic_synthesis;Seq/Total Area, Yosys;31.0;%
finish;Post-Layout Inst Area;9350;um2
logic_synthesis;Syn Inst Count;976;
finish;filler instances;1995;
clock_network;worst-case clock buffer depth;2;
place;I/O Buffers;97;
timing;Max Fclk;0.256;GHz
power_and_ir_drop;maximum vdd drop;0.0923;mV
timing;Slew @ Worst Pin;0.757;ns
drt;wire per inst;17.2;um
die;core area;19500;um2
clock_network;post-CTS setup buffer count;0;
logic_synthesis;mapped cell area;8000;um2
logic_synthesis;ys async rst share;100;%
die;die area;20600;um2
worst_setup_path;maximum fanout along the worst path;18;
finish;Register Area;2480;um2
timing;skew final;0.0105;ns
grt;initial antenna violation count;0;
power_and_ir_drop;total power;928;uW
logic_synthesis;Avg Synthesized Cell Area;8.20;um2
-- critical path: cells and delay by family, from the launching register on --
kind            cells  cell delay [ns]
fa+ha+maj           2             0.63
buf+inv             2             0.52
compound gates      5             1.02
simple gates        2             0.71
mux                 2             0.40
flops               1             0.50
-- synthesized netlist by cell type (all sizes together) (2+ instances only) --
library cell  number  area, um2
a21oi            135        679
o21ai            100        512
dfrtp             98       2450
nand2             90        345
nor2              81        307
inv               79        297
ha                63        788
mux2i             48        480
xnor2             36        315
clkbuf            32        123
buf               29        211
xor2              18        158
nand4             15       93.8
a21o              14        105
o21bai            14        105
nor4              13       87.6
a211oi             9       72.6
nand3              8       40.0
nor2b              8       50.1
nor3               7       40.0
o21a               7       52.6
o31a               7       61.3
mux2               6       67.6
o211ai             6       50.1
nand2b             5       31.3
a21boi             4       30.0
a221oi             4       35.0
and2               4       27.5
nand3b             4       30.0
o311ai             4       42.6
or2                3       18.8
or3                3       18.8
a221o              2       20.0
a31o               2       17.5
and3               2       12.5
fa                 2       40.0
o221ai             2       17.5
o31ai              2       20.0
o41ai              2       43.8
-- sequential cells by signal, summed over array words and instances, names as in the netlist --
| register | flops |
|---|---|
| out | 32 |
| temp_a | 32 |
| ps | 3 |
| temp_b | 32 |
-- path summary, 6_finish.rpt --
path | cells past startpoint | end
worst max register to register | 13 | temp_a[12]$_DFFE_PP0P_
worst min-delay path | 0 | ps[0]$_DFF_PP1_
worst min register to register | 0 | ps[0]$_DFF_PP1_
worst max-delay path | 13 | temp_a[12]$_DFFE_PP0P_
max in group asynchronous | 3 | ps[1]$_DFF_PP0_
min in group asynchronous | 2 | temp_a[17]$_DFFE_PP0P_
-- layout make-up --
type,count,area share [%]
clock buffers,13,2.89
clock inverters,3,0.482
inverters,79,3.20
multi-input cells,737,52.4
flip-flops and latches,99,26.5
well taps,265,3.55
repair buffers,104,10.9
-- layer usage --
| metal | vias up | track usage (%) | wire length [um] |
|---|---|---|---|
| met2 | 130 | 35.7 | 9800 |
| met1 | 3323 | 37.3 | 11500 |
| met3 | 12 | 2.68 | 860 |
| met5 | - | 0 | 0 |
| li1 | 3494 | - | - |
| met4 | 0 | 2.18 | 221 |
-- where the power goes --
part / total [uW] / switching [uW] / internal [uW]
clock: 428 / 181 / 247
combinational: 39.4 / 13.7 / 25.7
sequential: 460 / 0 / 460
total: 928 / 195 / 733
-- cell families (layout without fill, tap and decap cells) --
kind of cell / Yosys count / in the layout / share of synthesized area (%)
compound gates: 319 / 319 / 24.0
flops: 99 / 99 / 31.0
buf+inv: 140 / 199 / 7.88
xor+xnor: 54 / 54 / 5.91
mux: 54 / 54 / 6.85
simple gates: 245 / 245 / 14.1
fa+ha+maj: 65 / 65 / 10.4
-- metrics by stage --
step                cells  hold slack, ns
floorplan             976           0.347
global placement     1284           0.360
detailed placement   1284           0.363
CTS                  1300           0.380
global route         1300           0.397
finish               1300           0.382
No activity file was given, so power comes from the tool's default toggle rates.
