--- /design/flow/constraint.sdc ---
current_design up_down_counter

set clk_period 2.1
set clk_io_pct 0.2

create_clock -name clk0 -period $clk_period [get_ports {clk}]

set non_clock_inputs [all_inputs -no_clocks]
set_input_delay [expr $clk_period * $clk_io_pct] -clock clk0 $non_clock_inputs
set_output_delay [expr $clk_period * $clk_io_pct] -clock clk0 [all_outputs]
--- /design/flow/run.sh ---
#!/bin/bash
# OpenROAD 26Q1-2900-gdf79404cd8, Yosys 0.63+post, stock flow scripts
make -C /OpenROAD-flow-scripts/flow DESIGN_CONFIG=/design/flow/config.mk WORK_HOME=/design/flow/orfs finish
--- /design/flow/design.v ---
`timescale 1ns/1ps
module up_down_counter #(parameter N = 4) ( 
    input clk,
    input rst,
    input up_down,
    output reg [N-1:0] count);
reg [N-1:0] temp_count;
always @(posedge rst or posedge clk ) 
    begin
        if (rst)
            count <= 'b0;
        else  begin
                    if(up_down)
                        count = count-1;
                    else 
                        count = count+1;
              end
    end
endmodule
--- /design/flow/config.mk ---
export PLATFORM = sky130hd
export DESIGN_NAME = up_down_counter
export DESIGN_NICKNAME = up_down_counter
export VERILOG_FILES = /design/flow/design.v
export SDC_FILE = /design/flow/constraint.sdc
export NUM_CORES = 4
export LEC_CHECK = 1
export CORE_AREA = 10 10 70 70
export DIE_AREA = 0 0 80 80
==> impl_metrics.json <==
{
  "yosysChipArea_um2": 206,
  "cp-end-kind": "flop",
  "largest_reg_flops": 4,
  "instances_no_fill": 72,
  "yosys_cells": 17,
  "first_iter_violations": 1,
  "period_minus_slack_ns": 1.52,
  "fill_cells": 397,
  "syn_avg_cell_area_um2": 12.1,
  "first_global_vias": 181,
  "rows": 21,
  "rsz0062_at_grt": "no",
  "die-area_um2": 6400,
  "antenna_found_initial": 0,
  "firstDrtPassIters": 2,
  "slew_violations": 0,
  "cts_buffers": 3,
  "start_kind": "input port",
  "clk_path_buf_depth": 2,
  "num_antenna_cells": 0,
  "ir_worst_vdd_uv": 132,
  "lay_top_count": "clkdlybuf4s50_1",
  "max_cap_viol_count": 0,
  "synth.distinct_cells": 8,
  "fp_util": 0.0604,
  "clkLatencyLatePin_ns": 0.23,
  "io_pins": 7,
  "tightest_slew_ns": 0.179,
  "finish.instance_area_um2": 347,
  "grt_max_degree": 5,
  "vias_per_cell": 2.01,
  "arrival_ns": 1.68,
  "coreArea_um2": 3420,
  "fmax_ghz": 0.657,
  "drtAntennaViolNets": 0,
  "pwr-share-comb": 0.416,
  "syn-instance-count": 17,
  "post-place-ws_ns": 0.323,
  "hold_class": "in2async",
  "crit_required_ns": 2.26,
  "status": "completed",
  "power_frac_seq": 0.341,
  "drc_errors": 0,
  "cts_setup_buffers": 0,
  "final.setup_skew_ns": 0.00747,
  "syn_to_final_growth_pct": 67.9,
  "utilization": 0.101,
  "logic_area_um2": 87.6,
  "grtUsageTotal": 0.0135,
  "reg_top3": "count (4)",
  "worstSetupPathType": "in2reg",
  "setup_tns_ns": 0,
  "grt_remaining_overflow": 0,
  "switchingPower_mw": 0.103,
  "timing_hold_violations_final": 0,
  "io_buffers": 6,
  "synth_seq_share": 0.485,
  "p_sw_frac": 0.271,
  "p_int_mw": 0.277,
  "max_slew_margin": 0.880,
  "cts_root_buffer": "clkbuf_4",
  "layout-drive-gt1-share": 0.154,
  "grt_first_pass_wirelength_um": 717,
  "finalPower_mw": 0.380,
  "ctsResizeCount": 0,
  "gp_congestion": 0.705,
  "fin_ws_ns": 0.577,
  "vias": 145,
  "flop_area_um2": 100,
  "htree_levels": 1,
  "yosysWarningCount": 1,
  "whs_ns": 0.375,
  "routed_wl_um": 390,
  "layout_top_cells": "6 x clkdlybuf4s50_1, 5 x inv_1, 4 x dfrtp_1",
  "hold_buffers": 0,
  "wl_per_cell_um": 5.42,
  "dp_hpwl_um": 335,
  "pwr-share-clk": 0.244,
  "syn_area_um2": 206,
  "cts_sinks": 4,
  "power.density_nw_per_um2": 1100,
  "p_leak_nw": 0.149,
  "fp.dieW_um": 80,
  "dpl_cell_area_um2": 324,
  "setup-violations-final": 0,
  "regMostFlops": "count",
  "cts_tree": "done",
  "cts.clk_slew.worst_paths_ns": 0.04,
  "stage_log_warnings": 25,
  "dp_cells": 69,
  "die_height_um": 80,
  "post-route-period-util": 0.725,
  "cp_max_fo": 4,
  "ys_seq_elements": 4
}
layout make-up:
class                      count  share of cell area
clock buffer                   3              0.0650
inverter                       5              0.0542
sequential                     4               0.289
multi-input combinational      8               0.253
timing repair buffer           6               0.173
tap                           46               0.166
power by group through the flow:
| stage | logic (mW) | clock network, mW | registers, mW |
|---|---|---|---|
| 4_1_cts | 0.162 | 0.0984 | 0.130 |
| 5_1_grt | 0.182 | 0.105 | 0.134 |
| 6_report | 0.158 | 0.0926 | 0.129 |
synth_stat cells, drive strengths merged:
cell / number / area share
inv: 5 / 0.091
ha: 2 / 0.12
fa: 1 / 0.097
a21oi: 1 / 0.042
dfrtp: 4 / 0.48
xnor2: 2 / 0.085
a21o: 1 / 0.036
xor2: 1 / 0.042
critical path, stage by stage:
cell and delay (ns):
clkdlybuf4s50_1 0.55, ha_1 0.25, a21o_1 0.18, a21oi_2 0.14, xnor2_1 0.12
routing by layer:
layer,GRT usage,share of wire
met2,0.0217,0.42
met4,0.00704,0
met3,0.00909,0.23
met5,0,0
met1,0.0128,0.35
logic make-up (layout without fill, tap and decap cells):
logic type,count (synthesis),in the layout,share of synthesized area
fa+ha+maj,3,3,0.218
buf+inv,5,14,0.0909
flops,4,4,0.485
xor+xnor,3,3,0.127
compound gates,2,2,0.0788
path summary, 6_finish.rpt:
check                           startpoint  endpoint  slack [ns]  depth (start not counted)
worst max-delay path               up_down  count[3]        0.58                          5
worst min-delay path                   rst  count[3]        0.37                          2
worst max register to register    count[1]  count[3]        0.92                          4
worst min register to register    count[0]  count[0]        0.49                          1
max in group asynchronous              rst  count[1]        1.57                          2
min in group clk0                 count[0]  count[0]        0.49                          1
Power and IR drop assume default switching activity.
